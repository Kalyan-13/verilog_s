--- flow/design.v ---
`timescale 1ns / 1ps
module sdfg(
    input clock,
    input reset,
    input [15:0] A, B,   
    input [3:0] ALU_Sel,  
    output reg [15:0] ALU_Out,  
    output reg CarryOut,  
    output reg Zero,  
    output reg Sign,  
    output reg Parity  
);
  reg [15:0] ALU_Result;
  wire [16:0] tmp_add, tmp_sub;
  assign tmp_add = {1'b0, A} + {1'b0, B};
  assign tmp_sub = {1'b0, A} - {1'b0, B};
  always @(posedge clock or posedge reset) begin
    if (reset) begin
      ALU_Out <= 16'd0;
      CarryOut <= 1'd0;
      Zero <= 1'd0;
      Sign <= 1'd0;
      Parity <= 1'd0;
    end else begin
      ALU_Out <= ALU_Result;
      CarryOut <= (ALU_Sel == 4'b0000) ? tmp_add[16] : (ALU_Sel == 4'b0001) ? tmp_sub[16] : 1'b0;
      Zero <= (ALU_Result == 16'd0);
      Sign <= ALU_Result[15];
      Parity <= ~^ALU_Result;  
    end
  end
  always @(*) begin
    case (ALU_Sel)
      4'b0000:  
        ALU_Result = A + B;
      4'b0001:  
        ALU_Result = A - B;
      4'b0010:  
        ALU_Result = A * B;
      4'b0011:  
        ALU_Result = A / B;
      4'b0100:  
        ALU_Result = A + 1;
      4'b0101:  
        ALU_Result = A - 1;
      default: 
        ALU_Result = 16'hACAC;  
    endcase
  end
endmodule
--- flow/run.sh ---
#!/bin/bash
# OpenROAD 26Q1-2900-gdf79404cd8, Yosys 0.63+post, stock flow scripts
make -C /OpenROAD-flow-scripts/flow DESIGN_CONFIG=/design/flow/config.mk WORK_HOME=/design/flow/orfs finish
--- flow/config.mk ---
export PLATFORM = sky130hd
export DESIGN_NAME = sdfg
export DESIGN_NICKNAME = sdfg
export VERILOG_FILES = /design/flow/design.v
export SDC_FILE = /design/flow/constraint.sdc
export NUM_CORES = 4
export LEC_CHECK = 1
export CORE_UTILIZATION = 40
--- flow/constraint.sdc ---
current_design sdfg

set clk_period 1.0
set clk_io_pct 0.2

create_clock -name clk0 -period $clk_period [get_ports {clock}]

set non_clock_inputs [all_inputs -no_clocks]
set_input_delay [expr $clk_period * $clk_io_pct] -clock clk0 $non_clock_inputs
set_output_delay [expr $clk_period * $clk_io_pct] -clock clk0 [all_outputs]
==> results.ini <==
[critical_path]
cp-end-kind=flop
crit_fanout=6
critPathMaxStageDelay_ns=0.57
startpoint_type=input port
worstSetupPathType=in2reg
critPathSlowestCell=or4_4
crit_top_cell=ha_4
critical_path_arrival_ns=24.10
crit_required_ns=1.13

[route]
drt_iter0_drc=825
dr_total_vias=15900
post-route-drc-count=0
wl_per_cell_um=18.3
drt-pass1-iter-count=5
via_per_inst=5.37
detail-route-antenna-nets=0
drt-total-wl_um=54100

[synth]
post_synth_num_cell_types=92
ys_seq_share_pct=3.58
yosys.area.top_type=ha_1
ff_type=dfrtp_1
synth_warnings=1
yosys_area_um2=13300
topCellsByArea=ha_1 23%, fa_1 12%, xnor2_1 6.3%
synthArstFlopShare_pct=100
synth_cells=1752
top_cell_area_share_pct=23.0
edf_count=0
top_cell=ha_1
common_cells=244 x ha_1, 180 x nand2_1, 176 x inv_1
ys_cells=1752
synth_flops=19
avgSynthCellArea_um2=7.58
syn_area_um2=13300

[die]
rows=66
die-height_um=184
die_w_um=184
core_um2=32600
dieArea_um2=33900
ios=58
initCoreUtil_pct=40.7

[place]
dp_cells=2781
place_ws_ns=-23.93
dp_hpwl_um=40200
gp_congestion=1.01
portBuffers=57

[timing]
rsz0062_at_grt=true
hold_violations=0
final.min_clock_period_ns=23.98
slew_violations=0
finalSetupViolCount=19
fmax_ghz=0.0417
worst_slew_pin_slew_ns=0.620
finalCritPeriodShare_pct=2400
setup_slack_ns=-22.98
slew-limit-headroom_pct=58.5

[power_and_ir_drop]
powerDensity_nw_per_um2=1410
leakagePower_uw=0.0109
p_switching_uw=14600
clockPowerShare_pct=2.4
power.internal_uw=17400
power.share.combinational_pct=94.6
switching_share_pct=45.6
vdd_ir_drop_max_mv=3.96
seq_power_share_pct=3.0

[clocking]
cts-htree-levels=1
clockBufferDepth=2
cts_tree=yes
hold_buffers=0
clock_sinks=19
clk_pin_slew_ns=0.05
numCtsBuffers=3
clock_tree.root_cell=clkbuf_16

[global_route]
antenna_found_initial=1
grt_max_degree=21
grt_first_pass_wirelength_um=81800
grt_usage_pct=31.7
grt_pass1_vias=15200
overflow=0

[layout]
final_cells=2961
syn_to_final_growth_pct=71.2
layout-drive-gt1-share_pct=46.3
fillCellCount=2269

[status]
violations=setup timing
status=finished, violations left

[job]
maxCapViolations=0
tool_warnings=48

[min_path]
hold_path.class=in2async

## timing repair
action | CTS | global route
buffers inserted | 125 | 61
gates resized | 356 | 223
setup endpoints to repair | 39 | 26
gates cloned | 1 | 2
pin swaps | 153 | 130
## layer usage
metal	GRT usage (%)	wire length, um	vias up
met4	5.03	1220	2
met5	1.33	56	-
met1	45.2	25000	7582
met3	5.25	3700	81
met2	51.7	24100	490
li1	-	-	7743
## registers in the layout, indices dropped and copies added (netlist names)
name      count
ALU_Out      16
Parity        1
CarryOut      1
Zero          1
## metrics by stage
step                      instance area, um2  utilization, %  TNS (ns)  hold slack, ns  total power (uW)
after floorplan                        14300               -   -220.11           0.151             16900
after global placement                 19400            59.4   -236.00           0.533             27000
after detailed placement               19400            59.4   -238.85           0.533             27200
after CTS                              21400            65.7   -219.00           0.295             30000
after global routing                   22700            69.7   -232.97           0.328             34700
final                                  22700            69.7   -223.63           0.292             32000
## critical path: cells and delay by family
kind | cells | cell delay [ns]
AOI/OAI and AO/OA | 56 | 11.80
xor gates and xnor gates | 3 | 0.41
adders and majority gates | 16 | 4.04
buffers and inverters | 10 | 1.40
muxes | 4 | 1.15
and+or+nand+nor | 28 | 5.06
## final timing paths
check,start,endpoint
worst max-delay path,B[10],Parity
worst min-delay path,reset,ALU_Out[1]
max in group asynchronous,reset,CarryOut
min in group clk0,B[15],CarryOut
## kinds of logic after synthesis
kind of cell,after synthesis,share of synthesized area (%)
fa+ha+maj,325,35.2
simple gates,575,20.5
xor+xnor,133,8.77
mux,27,2.20
compound gates,426,22.6
buf+inv,247,7.14
flops,19,3.58
## cell usage in the layout, fill, tap and decap left out, types with 13 or more instances in the layout
cell type and instances:
clkdlybuf4s15_1 18, ha_4 47, a21oi_1 68, o21ai_0 25, nand4_1 14, a21o_1 40, buf_4 682, dfrtp_1 19
nand3_1 14, o211ai_1 22, inv_2 20, ha_1 191, nor2_2 21, nor2b_1 15, inv_1 150, o21ai_1 18
xnor2_1 94, xor2_1 37, nand2_2 13, a21oi_2 18, buf_12 25, o21a_1 50, buf_6 55, nand2_1 160
and2_1 22, fa_1 75, nor2_1 137, nor3_1 42
## final cells by class
class / instances / area (um2) / area share (%)
antenna: 2 / 5.00 / 0.0220
clock buffer: 4 / 78.8 / 0.347
inverter: 179 / 702 / 3.09
multi-input combinational: 1486 / 14000 / 61.6
sequential: 19 / 475 / 2.09
tap: 442 / 553 / 2.43
timing repair buffer: 829 / 6910 / 30.4
## power by group through the flow
stage	logic [uW]	registers (uW)	clock network (uW)
after global routing	33000	982	809
after CTS	28300	972	785
final	30300	969	771
Power figures rest on the tool's default switching activity, not on a simulated workload.
