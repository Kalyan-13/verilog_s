[design/flow/design.v]
`timescale 1ns / 1ps
module task_no_of_0s(
                    input [7:0] a_in,
                    output reg [3:0] np_of_0s );
    integer i;
    always@*
    begin
        count_no(a_in,np_of_0s);          
    end
  task count_no(input [7:0] a_in,
                output [3:0] count);
       begin
           count =0;
           for (i=0;i<8;i=i+1)
           begin
                if(a_in[i]==0)
                count=count+1;
                else  
                count=count;
           end
       end
 endtask   
endmodule  
[design/flow/run.sh]
#!/bin/bash
# OpenROAD 26Q1-2900-gdf79404cd8, Yosys 0.63+post, stock flow scripts
make -C /OpenROAD-flow-scripts/flow DESIGN_CONFIG=/design/flow/config.mk WORK_HOME=/design/flow/orfs finish
[design/flow/config.mk]
export PLATFORM = sky130hd
export DESIGN_NAME = task_no_of_0s
export DESIGN_NICKNAME = task_no_of_0s
export VERILOG_FILES = /design/flow/design.v
export SDC_FILE = /design/flow/constraint.sdc
export NUM_CORES = 4
export LEC_CHECK = 1
export CORE_AREA = 10 10 70 70
export DIE_AREA = 0 0 80 80
[design/flow/constraint.sdc]
current_design task_no_of_0s

set clk_period 4.8
set clk_io_pct 0.2

create_clock -name clk0 -period $clk_period

set non_clock_inputs [all_inputs -no_clocks]
set_input_delay [expr $clk_period * $clk_io_pct] -clock clk0 $non_clock_inputs
set_output_delay [expr $clk_period * $clk_io_pct] -clock clk0 [all_outputs]
==> qor.rpt <==
RUN
--------------------------------------------------------------------------------
Tool warnings                                                                 37
Max-cap violations                                                             0

DRT
--------------------------------------------------------------------------------
Routed wire length per instance                                         9.468 um
Antenna diode instance count                                                   0
Post-route antenna net violation count                                         0
Number of design rule violations left after detail routing                     0
Detailed router's first-iteration violation count                             18
Via density                                                                4.269
Detailed Route WL                                                        1619 um
Via count                                                                    730
Drt pass-1 iters                                                               4

MIN PATH
--------------------------------------------------------------------------------
Critical hold path startpoint                                            a_in[7]
Worst Hold Endpoint                                                  np_of_0s[1]
Count of cells along the worst hold path                                       3
Path type of the worst min-delay path                               input port to primary output

SYNTHESIS
--------------------------------------------------------------------------------
Number of warnings reported in the yosys synthesis log                         1
Top cell type's share of synthesized area                                 0.1536
Main area contributors                                              ha_1, xnor2_1, xnor2_2, xor2_1, nand3_1
Biggest area consumer among synthesized cells                               ha_1
Number of standard cells reported by yosys                                    86
Combined area of all synthesized cells                               651.9 sq um
Sequential area share after synthesis                                          0
Per-instance average area after synthesis                            7.580 sq um
Yosys Chip Area                                                      651.9 sq um
Gate Count Post-Synth                                                         86
Distinct cell type count after synthesis                                      37

LAYOUT
--------------------------------------------------------------------------------
Final core utilization                                                    0.3564
Area used by multi-input combinational logic                         767.0 sq um
CLK BUF                                                                        0
Leading cell types in the layout, fill and taps excluded            buf_4, nand3_1, xnor2_1, buf_6, clkdlybuf4s50_1
Flip-flop and latch area                                                 0 sq um
Number of sequential cells                                                     0
Syn-to-layout area delta                                                  86.76%
Layout fillers                                                               339
Most frequent logic cell in the layout                                     buf_4
Share of cells above drive strength 1                                     0.5200

PLACED DESIGN
--------------------------------------------------------------------------------
HPWL Detailed                                                            1249 um
Final RePlAce weighted congestion                                         0.9097
Post-placement setup slack                                             -1.048 ns
Number of buffer cells added on primary ports                                 12

TIMING
--------------------------------------------------------------------------------
Final setup violation count                                                    1
Unrepaired setup endpoints after global routing                              yes
Number of hold violations in the final report                                  0
Slew at the pin closest to its max-slew limit                          0.3910 ns
Fmax                                                                   206.0 MHz
Slew HR                                                                   0.7385
Number of pins exceeding their max-slew limit in the final report              0
Fraction of the cycle the final worst path needs                           1.012
Final period demand of the worst path                                   4.855 ns
Worst setup slack after layout                                       -0.05541 ns

RUN STATUS
--------------------------------------------------------------------------------
Failing checks                                                      negative setup slack
Run status                                                          finished with violations

FLOORPLAN
--------------------------------------------------------------------------------
Die Width                                                                  80 um
Placement row count                                                           21
Top-level port count                                                          12
Die extent in y                                                            80 um
Die outline area                                                      6400 sq um
Core outline area                                                     3416 sq um
Fp util                                                                   0.1908

PWR
--------------------------------------------------------------------------------
Total leakage power                                                    0.4970 nW
Power Dens Cells                                                    208.6 nW/um^2
Peak supply drop                                                        63.77 uV

SETUP PATH
--------------------------------------------------------------------------------
Crit path kind                                                      input port to primary output
Startpoint type of the worst setup path                               input port
Critical path required time                                              3.84 ns
Type of destination of the critical path                            primary output
WP data arrival                                                          3.90 ns
Critical path peak fanout                                                      2
Worst Setup SP                                                           a_in[1]

CTS
--------------------------------------------------------------------------------
Cts-stage hold buffer count                                                    0

GRT
--------------------------------------------------------------------------------
Vias in the first global route                                               659
Tot GR Track Use                                                         0.04654
Wire length of the first global-routing pass                             2704 um
Maximum number of pins on one net before global-route repair                  10
Overflow after GRT                                                             0
Number of antenna violations at the first check in global routing              0

-- through the flow --
stage / instance area, sq um / total power [W] / hold WS [ns] / setup TNS (ns) / instances
floorplan: 665.6 / 0.0001064 / 1.949 / 0 / 86
global placement: 1010 / 0.0001946 / 2.929 / -2.863 / 166
detailed placement: 1010 / 0.0001973 / 2.938 / -2.989 / 166
CTS: 1102 / 0.0002087 / 2.715 / -0.2095 / 170
global route: 1217 / 0.0002800 / 2.752 / -0.4150 / 171
finish: 1217 / 0.0002539 / 2.718 / -0.05541 / 171
-- critical path, cell delays in order --
cell and delay, ns:
buf_8 0.10, buf_6 0.11, ha_4 0.16, mux2i_4 0.15, xor2_2 0.18, o21ai_1 0.08, ha_1 0.27, or2_4 0.24
o311a_4 0.14, o21a_1 0.20, o21ai_2 0.14, nand2_2 0.08, ha_4 0.28, nor2_4 0.04, a31oi_4 0.18, ha_4 0.22
mux2_4 0.27, buf_6 0.11
-- cell families after synthesis --
kind of cell,share of synthesized area
adder cells (fa/ha/maj),0.1536
buffers and inverters,0.08446
multiplexers,0.03263
AND-OR/OR-AND,0.1977
XOR/XNOR,0.2361
AND/OR/NAND/NOR,0.2956
-- power breakdown --
part / total, W / switching, W / leakage, nW / internal (W)
clock: 0 / 0 / 0 / 0
combinational: 0.000254 / 0.000100 / 0.497 / 0.000154
sequential: 0 / 0 / 0 / 0
-- cell usage after synthesis (all sizes together), types with 3 or more instances --
cell / instances
xnor2: 11
ha: 8
inv: 7
nand3: 6
o21ai: 5
buf: 4
nand2b: 4
nor2b: 4
xor2: 4
nand2: 3
nor2: 3
-- layer usage --
metal  up-vias  GRT usage  share of wire
met4         0          0              0
met5         -          0              0
met3         0   0.005682          0.051
met2        16    0.07544           0.41
met1       329    0.06777           0.54
li1        385          -              -
-- final cells by class --
type | count | area share
inverters | 7 | 0.02158
multi-input cells | 75 | 0.6300
well taps | 46 | 0.04728
repair buffers | 43 | 0.3011
-- how the worst max path moves through the flow --
stage | end | cells past startpoint | slack, ns
6_report | np_of_0s[1] | 18 | -0.06
5_1_grt | np_of_0s[1] | 18 | -0.17
4_1_cts | np_of_0s[1] | 18 | -0.12
-- what timing repair did --
action / 4_1_cts / 5_1_grt
pin swaps: 13 / 11
resized: 39 / 20
setup buffers: 4 / 1
setup endpoints to repair: 3 / 3
Power figures rest on the tool's default switching activity, not on a simulated workload.
