===== /design/flow/run.sh =====
#!/bin/bash
# OpenROAD 26Q1-2900-gdf79404cd8, Yosys 0.63+post, stock flow scripts
make -C /OpenROAD-flow-scripts/flow DESIGN_CONFIG=/design/flow/config.mk WORK_HOME=/design/flow/orfs finish

===== /design/flow/config.mk =====
export PLATFORM = sky130hd
export DESIGN_NAME = ram_16to8_dualport
export DESIGN_NICKNAME = ram_16to8_dualport
export VERILOG_FILES = /design/flow/design.v
export SDC_FILE = /design/flow/constraint.sdc
export NUM_CORES = 4
export LEC_CHECK = 1
export CORE_UTILIZATION = 50

===== /design/flow/constraint.sdc =====
current_design ram_16to8_dualport

set clk_period 3.2
set clk_io_pct 0.2

create_clock -name clk0 -period $clk_period [get_ports {clk}]

set non_clock_inputs [all_inputs -no_clocks]
set_input_delay [expr $clk_period * $clk_io_pct] -clock clk0 $non_clock_inputs
set_output_delay [expr $clk_period * $clk_io_pct] -clock clk0 [all_outputs]

===== /design/flow/design.v =====
`timescale 1ns / 1ps
module ram_16to8_dualport(
                          input clk,cs_0,wr_en_0,out_en_0,cs_1,wr_en_1,out_en_1,
                           inout [7:0]data_inout_0,
                           inout [7:0]data_inout_1,
                           input [3:0]address_in_0,
                           input [3:0]address_in_1
                         );
                   reg[7:0]temp_reg_1;
                   reg[7:0]temp_reg_2;
                   reg[7:0]memory[0:15];
           always@(posedge clk)
           begin
                   if(cs_0 && wr_en_0)
                       memory[address_in_0]<=data_inout_0;  
           end
           always@(posedge clk)
           begin
            if(cs_1 && wr_en_1)
                       memory[address_in_1]<=data_inout_1;    
            end
           always@(posedge clk)  
           begin
                if(cs_0 && !wr_en_0)
                 temp_reg_1<=memory[address_in_0];
           end
            always@(posedge clk)  
                   begin
                   if(cs_1 && !wr_en_1)
                       temp_reg_2<=memory[address_in_1];
                   end
           assign data_inout_0 = ((cs_0&&!wr_en_0&&out_en_0)?temp_reg_1:8'bzzzz_zzzz);
           assign data_inout_1 = ((cs_1&&!wr_en_1&&out_en_1)?temp_reg_2:8'bzzzz_zzzz);        
endmodule

==> impl_metrics.json <==
{
  "status": "did not finish",
  "postCtsSetupRepairBufs": 0,
  "synth_stat.cells": 491,
  "std_cell_rows": 46,
  "ys_seq_frac": 0.528,
  "dp_slack_ns": 0.334,
  "cts_htree_levels": 4,
  "floorplan.initialDensity": 0.513,
  "synth_warnings": 3,
  "num_io_pins": 31,
  "gp_congestion": 1.03,
  "postSynthCellCount": 491,
  "die_h_um": 130,
  "cts_hold_buf": 0,
  "stopping_stage": "clock tree synthesis (4_1_cts)",
  "synthesis.area_um2": 8190,
  "cts_inserted_buffers": 17,
  "cts_max_path_buffers": 2,
  "synth-seq-cells": 144,
  "buffer_ports.inserted": 12,
  "first-error": "[error] [KeplerFormal.cpp:679] Workflow failed: Iso has multiple drivers: .data_inout_00, data_inout_0[0]$_DFFE_PP_.Q0",
  "syn-mean-instance-area_um2": 16.7,
  "synth_chip_area_um2": 8190,
  "netlist-cell-type-count": 28,
  "dp_hpwl_um": 14400,
  "die_x_um": 130,
  "cts_resized": 0,
  "cts.sinks": 144,
  "cts.root.buffer_cell": "sky130_fd_sc_hd__clkbuf_16"
}
==> synthesized netlist by cell type <==
master                     number  area share
sky130_fd_sc_hd__nand2_1       20      0.0092
sky130_fd_sc_hd__nor2b_1        6      0.0046
sky130_fd_sc_hd__mux4_2        64        0.18
sky130_fd_sc_hd__nand4b_1       2      0.0021
sky130_fd_sc_hd__nor2_2         9      0.0069
sky130_fd_sc_hd__mux2_4        15       0.028
sky130_fd_sc_hd__o22ai_1        9      0.0069
sky130_fd_sc_hd__nor2_1         3      0.0014
sky130_fd_sc_hd__a22oi_1       32       0.029
sky130_fd_sc_hd__nand4_2        1      0.0015
sky130_fd_sc_hd__and2b_1        1     0.00092
sky130_fd_sc_hd__o21ai_0        6      0.0037
sky130_fd_sc_hd__clkbuf_1      23       0.011
sky130_fd_sc_hd__nand4b_4       2      0.0058
sky130_fd_sc_hd__or2_2          1     0.00076
sky130_fd_sc_hd__buf_1          5      0.0023
sky130_fd_sc_hd__nand4_1        1     0.00076
sky130_fd_sc_hd__edfxtp_1     144        0.53
sky130_fd_sc_hd__and2_1         2      0.0015
sky130_fd_sc_hd__or3_1          3      0.0023
sky130_fd_sc_hd__buf_4          2      0.0018
sky130_fd_sc_hd__buf_2         16      0.0098
sky130_fd_sc_hd__buf_6          2      0.0028
sky130_fd_sc_hd__mux2_1         1      0.0014
sky130_fd_sc_hd__nand2b_1       7      0.0053
sky130_fd_sc_hd__mux2_2       112        0.15
sky130_fd_sc_hd__and4bb_2       1      0.0015
sky130_fd_sc_hd__o21bai_1       1     0.00092
==> through the flow <==
stage / utilization / instance area (um^2) / instances
3_5_place_dp: 0.539 / 8600 / 705
3_3_place_gp: 0.539 / 8600 / 705
2_1_floorplan: - / 8190 / 491
==> cell families after synthesis <==
group | Yosys count | synth area share
buf+inv | 48 | 0.0272
flops | 144 | 0.528
mux | 192 | 0.359
compound gates | 48 | 0.0408
simple gates | 59 | 0.0446
